==> flow/design.v <==
module complex_mul #(
    parameter WIDTH = 16
) (
    input clk,
    input signed [WIDTH-1:0] a_re,
    input signed [WIDTH-1:0] a_im,
    input signed [WIDTH-1:0] b_re,
    input signed [WIDTH-1:0] b_im,
    output reg signed [WIDTH-1:0] c_re,
    output reg signed [WIDTH-1:0] c_im
);
reg [WIDTH*2-1:0] temp1, temp2, temp3;
always @(*) begin
    temp1 = b_re * (a_re - a_im);
    temp2 = a_im * (b_re - b_im);
    temp3 = b_im * (a_re + a_im);
end
always @(posedge clk ) begin
    c_re <= (temp1 + temp2) >>> 8;
    c_im <= (temp3 + temp2) >>> 8;
end
endmodule
==> flow/run.sh <==
#!/bin/bash
# OpenROAD 26Q1-2900-gdf79404cd8, Yosys 0.63+post, stock flow scripts
make -C /OpenROAD-flow-scripts/flow DESIGN_CONFIG=/design/flow/config.mk WORK_HOME=/design/flow/orfs finish
==> flow/config.mk <==
export PLATFORM = sky130hd
export DESIGN_NAME = complex_mul
export DESIGN_NICKNAME = complex_mul
export VERILOG_FILES = /design/flow/design.v
export SDC_FILE = /design/flow/constraint.sdc
export NUM_CORES = 4
export LEC_CHECK = 1
export CORE_UTILIZATION = 30
==> flow/constraint.sdc <==
current_design complex_mul

set clk_period 16.5
set clk_io_pct 0.2

create_clock -name clk0 -period $clk_period [get_ports {clk}]

set non_clock_inputs [all_inputs -no_clocks]
set_input_delay [expr $clk_period * $clk_io_pct] -clock clk0 $non_clock_inputs
set_output_delay [expr $clk_period * $clk_io_pct] -clock clk0 [all_outputs]
==> results.yml <==
# yosys + openroad results
logic_synthesis:
  ys_area_um2: 26420
  yosysUniqueCellTypes: 76
  avgSynthCellArea_um2: 8.880
  syn_inst: 2975
  ys_seq_elements: 32
  flop_cell: "dfxtp_1"
  edf_count: 0
  netlist_area_um2: 26420
  yosysCellCount: 2975
  async_reset_ff_share_pct: 0
  ys_warn_count: 1
  postSynthSeqShare_pct: 2.425
floorplanning:
  die_h_um: 298.8
  num_rows: 108
  io_pins: 97
  die_w_um: 298.8
  fp_util_pct: 30.36
  coreArea_um2: 87020
  dieArea_um2: 89250
timing:
  drv_slew: 0
  max_freq_mhz: 64.21
  fin_crit_ps: 15570
  setup_viol: 0
  max_slew_margin_pct: 42.05
  rsz0062_at_grt: "false"
  setup_tns_ps: 0
  fin_hold_ws_ps: 4116
  timing_hold_violations_final: 0
  period_used_pct: 94.38
  tightest_slew_ps: 866.3
clock_tree:
  clockBufferDepth: 2
  tritoncts: "yes"
  h-tree-depth: 2
  path_clk_slew_ps: 60
  root_buffer: "clkbuf_16"
  numCtsBuffers: 5
  cts_setup_buffers: 0
  cts_resized: 0
  cts_hold_buf: 0
  clock_sinks: 32
grt:
  antenna_found_initial: 4
  grt_max_degree: 33
  overflow: 0
  grt_pass1_vias: 19890
  grt_pass1_wl_mm: 113.2
  gr-usage-all-layers_pct: 17.27
setup_path:
  crit_path_start_kind: "input pin"
  cpMaxStageDelayCell: "clkdlybuf4s50_1"
  cp.buffers_inverters: 9
  cp.arrival_ps: 15770
  worstPathRequired_ps: 16700
  critical_path_class: "input pin to flip-flop"
  crit_family: "adder cells"
  slowest_delay_ps: 560
  crit_path_frequent_cell: "fa_1"
  end_kind: "flip-flop"
  cp_max_fo: 5
drt:
  first_iter_violations: 744
  vias: 18800
  avgRoutedWirePerCell_um: 16.68
  first_pass_iters: 5
  ant_nets: 0
  drc: 0
  via_per_inst: 4.454
  routed_wl_mm: 70.38
worst_hold_path:
  min_from: "b_re[1]"
  hold_class: "input pin to flip-flop"
  holdPathEnd: "c_re[0]"
  whs_path_depth: 6
cells_and_area:
  nFillCells: 9016
  design_area_um2: 29250
  areaGrowthSynthToFinish_pct: 10.71
  final_cells: 4220
  layout-drive-gt1-share_pct: 3.855
job:
  tool_warnings: 41
  maxCapViolCount: 0
status:
  status: "completed"
place:
  dp_hpwl_mm: 60.67
  place_inst: 4208
  routabilityCongestion: 0.9707
  port-buffer-count: 96
  placed_cell_area_um2: 29090
## cell families after synthesis
logic type | share of synthesized area, %
adder cells (fa/ha/maj) | 59.45
buffers and inverters | 12.40
AND/OR/NAND/NOR | 15.56
AND-OR/OR-AND | 4.599
XOR/XNOR | 5.489
flip-flops | 2.425
multiplexers | 0.07578
## how the worst max path moves through the flow
stage,depth (start not counted),from,slack (ps),end
finish,47,b_re[0],930,c_re[15]
global route,46,b_im[1],220,c_im[15]
CTS,47,b_re[0],960,c_re[15]
## layout make-up
class	instances	area, µm²	area share, %
multi-input combinational	2071	22500	76.93
clock buffer	8	146.4	0.5005
inverter	764	2868	9.805
tap	1155	1445	4.941
antenna	4	10.01	0.03422
sequential	32	640.6	2.190
timing repair buffer	186	1637	5.596
## through the flow
stage	worst slack (ps)	util, %
after floorplan	1763	-
after global placement	718.8	33.43
after detailed placement	661.8	33.43
after CTS	955.5	33.60
after global routing	223.6	33.61
final	926.7	33.61
## sequential cells by signal, summed over array words and instances, names as in the netlist
register	count
c_im	16
c_re	16
## layer usage
layer	wire length, µm	global-route usage, %	up-vias
li1	-	-	8852
met4	1960	3.778	0
met5	0	0	-
met1	29160	23.76	9287
met3	7330	7.117	68
met2	31930	26.20	589
## Yosys cell counts (3+ instances only)
cell,n,share of area [%]
xor2_1,25,0.83
nand3b_1,5,0.14
ha_1,276,13
and3_1,3,0.071
o22ai_1,3,0.071
o21a_1,14,0.40
a221oi_1,3,0.099
nor2_1,110,1.6
nand2b_1,33,0.78
a31oi_1,5,0.12
nand2_1,385,5.5
clkbuf_1,103,1.5
and2_1,235,5.6
fa_1,612,46
nand3_1,11,0.21
a211oi_1,4,0.11
o31ai_1,4,0.11
xnor2_1,117,3.9
nor2b_1,27,0.64
xnor3_1,6,0.51
o21bai_1,6,0.17
nor4_1,3,0.071
o21ai_1,6,0.11
dfxtp_1,32,2.4
inv_1,764,11
a21o_1,20,0.57
nor3_1,25,0.47
buf_2,3,0.057
o21ba_2,3,0.11
or2_2,3,0.071
a21oi_1,53,1.0
o21ai_0,17,0.32
## cells in the final DEF (no fill, tap or decap), types with 4 or more instances in the layout
cell               n
fa_1             612
ha_1             276
o21a_1            14
nor2b_1           27
o31ai_1            4
a211oi_1           4
nor2_1           110
diode_2            4
xnor3_1            6
clkdlybuf4s50_1   96
nor3_1            25
nand3b_1           5
a21oi_1           53
dfxtp_1           32
xnor2_1          117
nand2b_1          33
o21ai_1            6
a21o_1            20
o21bai_1           6
a31oi_1            5
nand3_1           11
inv_1            764
xor2_1            25
o21ai_0           17
and2_1           235
clkbuf_16          5
buf_4             90
nand2_1          385
