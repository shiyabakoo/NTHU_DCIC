==> flow/design.v <==
module QAM_modulation #(
    parameter width = 16,
              scaling = 8
) (
    input                            clk,
    input                            rst_n,
    input                            data_in_en,
    input       signed   [width-1:0] data_in_re,
    input       signed   [width-1:0] data_in_im,
    output  reg                      out_valid,
    output  reg          [255:0]     out_bitstream     
);
wire           [width*2-1:0] normalization_factor;  
wire    signed [width-1:0] boundary_1;  
wire    signed [width-1:0] boundary_2;  
wire    signed [width*2-1:0] temp1;
wire    signed [width*2-1:0] temp2;
wire    signed [width-1:0] data_re;
wire    signed [width-1:0] data_im;
reg            [6:0]       counter;
assign normalization_factor = 16'h032a;
assign boundary_1 = 16'h0200;
assign boundary_2 = 16'hfe00;
assign temp1 = data_in_re;
assign temp2 = data_in_im;
assign data_re = (normalization_factor * temp1) >>> scaling;
assign data_im = (normalization_factor * temp2) >>> scaling;
always @(posedge clk or negedge rst_n) begin
    if (!rst_n)
        out_valid <= 0;
    else
        out_valid <= (counter == 127)? 1'b1 : 1'b0;
end
always @(posedge clk or negedge rst_n) begin
    if (!rst_n)
        counter <= 0;
    else begin
        if (data_in_en)
            counter <= counter + 1;
        else
            counter <= 0; 
    end
end
integer i;
always @(posedge clk) begin
    if (!rst_n) begin
        for (i = 0; i < 64; i = i + 1) begin
            out_bitstream[i * 4] <= 1'b0;
            out_bitstream[i * 4 + 1] <= 1'b0;
        end
    end
    else begin
        if (data_in_en) begin
            if (data_re <= boundary_2) begin
                out_bitstream[counter * 4] <= 1'b0;
                out_bitstream[counter * 4 + 1] <= 1'b0;
            end
            else if ((data_re > boundary_2) && (data_re <= 0)) begin
                out_bitstream[counter * 4] <= 1'b0;
                out_bitstream[counter * 4 + 1] <= 1'b1;
            end
            else if ((data_re > 0) && (data_re <= boundary_1)) begin
                out_bitstream[counter * 4] <= 1'b1;
                out_bitstream[counter * 4 + 1] <= 1'b1;
            end
            else begin
                out_bitstream[counter * 4] <= 1'b1;
                out_bitstream[counter * 4 + 1] <= 1'b0;
            end
        end
    end
end
always @(posedge clk) begin
    if (!rst_n) begin
        for (i = 0; i < 64; i = i + 1) begin
            out_bitstream[i * 4 + 2] <= 1'b0;
            out_bitstream[i * 4 + 3] <= 1'b0;
        end
    end
    else begin
        if (data_in_en) begin
            if (data_im > boundary_1) begin
                out_bitstream[counter * 4 + 2] <= 1'b0;
                out_bitstream[counter * 4 + 3] <= 1'b0;
            end
            else if ((data_im > 0) && (data_im <= boundary_1)) begin
                out_bitstream[counter * 4 + 2] <= 1'b0;
                out_bitstream[counter * 4 + 3] <= 1'b1;
            end
            else if ((data_im > boundary_2) && (data_im <= 0)) begin
                out_bitstream[counter * 4 + 2] <= 1'b1;
                out_bitstream[counter * 4 + 3] <= 1'b1;
            end
            else begin
                out_bitstream[counter * 4 + 2] <= 1'b1;
                out_bitstream[counter * 4 + 3] <= 1'b0;
            end
        end
    end
end
endmodule
==> flow/run.sh <==
#!/bin/bash
# OpenROAD 26Q1-2900-gdf79404cd8, Yosys 0.63+post, stock flow scripts
make -C /OpenROAD-flow-scripts/flow DESIGN_CONFIG=/design/flow/config.mk WORK_HOME=/design/flow/orfs finish
==> flow/config.mk <==
export PLATFORM = sky130hd
export DESIGN_NAME = QAM_modulation
export DESIGN_NICKNAME = QAM_modulation
export VERILOG_FILES = /design/flow/design.v
export SDC_FILE = /design/flow/constraint.sdc
export NUM_CORES = 4
export LEC_CHECK = 1
export CORE_AREA = 10 10 120 120
export DIE_AREA = 0 0 130 130
==> flow/constraint.sdc <==
current_design QAM_modulation

set clk_period 1.7
set clk_io_pct 0.2

create_clock -name clk0 -period $clk_period [get_ports {clk}]

set non_clock_inputs [all_inputs -no_clocks]
set_input_delay [expr $clk_period * $clk_io_pct] -clock clk0 $non_clock_inputs
set_output_delay [expr $clk_period * $clk_io_pct] -clock clk0 [all_outputs]
==> impl_metrics.ini <==
; physical design summary
[floorplan]
pin_count = 292
fp.dieH_um = 130
initCoreUtil = 0.192
rows = 40
core_area_mm2 = 0.0119
fp.dieW_um = 130
dieArea_mm2 = 0.0169

[power]
ir_drop_mv = 0.232
power_density_mw_per_mm2 = 405
p_leak_nw = 1.05

[final_timing]
max_freq_mhz = 751
period_minus_slack_ps = 1330
period_used_share = 0.784
setup_violations = 0
hold_violations = 0
tns_ps = 0
rsz0062_at_grt = no
fin_skew_ps = 0.874
slew_violations = 0

[yosys]
ys_ff = 8
ys_types = 17
ys_seq_frac = 0.0875
yosysWarnings = 513
ys_cells = 289
syn-mean-instance-area_um2 = 7.91
ys_area_mm2 = 0.00229
syn-cell-area_mm2 = 0.00229
synthCells = 289

[final_layout]
fin_cells = 442
nFillCells = 1396
layout_top_cell = conb_1
drive_gt1_frac = 0.0169
synthToLayoutAreaGrowth_pct = -29.2
lay_top_cells = 256 x conb_1, 8 x dfrtp_1, 4 x and2_1, 4 x nand2_1

[setup_path]
cp_max_fo = 1
end_kind = output port
slowest_stage = clkdlybuf4s50_1
critical_path_buf_inv_count = 1
r2r-start = counter[0]
path_delay_family = buffers and inverters
slowest_delay_ps = 460
worstPathRequired_ps = 1360
cp.arrival_ps = 990
worstSetupPathType = flop to output port
ff2ff_path_depth = 4
crit_chain = clkdlybuf4s50_1
crit_path_start_kind = flop
r2r_end = counter[6]
rrSetupSlack_ps = 500

[detailed_routing]
detail_route.iter0.violations = 8
routedWlPerCell_um = 9.01
wl_um = 3980
drt_pass1_iterations = 4
num_antenna_cells = 0
dr_total_vias = 874
vias_per_cell = 1.98
antenna_left = 0
drc = 0

[place]
portBuffers = 3
gp_congestion = 0.718
dp_cells = 439
hpwl_um = 3790

[clock_tree]
clock_sinks = 8
insertion_delay_ps = 230
post_cts_buffers = 0
ctsResizeCount = 0
numCtsBuffers = 3
clkTransAtPathRegs_ps = 40
clockBufferDepth = 2
cts-root-buf = clkbuf_16
cts_hold_buf = 0
cts_tree = done
htreeDepth = 1

[grt]
antenna_found_initial = 0
grt_first_pass_wirelength_um = 4590
grtUsageTotal = 0.0318
grt_pass1_vias = 1034
grt_overflow = 0
grt_start_max_net_pins = 9

[status]
outcome = complete, no violations

[job]
tool_warnings = 59
cap_violations = 0

[min_path]
hold_path.class = input pin to asynchronous set/reset pin
[layer usage]
| metal | track usage | wire [um] | vias up |
|---|---|---|---|
| met1 | 0.0276 | 1230 | 378 |
| met3 | 0.0169 | 560 | 0 |
| li1 | - | - | 373 |
| met4 | 0.00198 | 0 | 0 |
| met5 | 0 | 0 | - |
| met2 | 0.0643 | 2190 | 123 |
[worst max path at each step]
stage | to | from | slack [ps] | depth (start not counted)
CTS | out_valid | out_valid | 360 | 1
global route | out_valid | out_valid | 330 | 1
finish | out_valid | out_valid | 370 | 1
[flip-flops by register name, summed over array words and instances (netlist names)]
register / cells
counter: 7
out_valid: 1
[area by class of cell]
type | instances | area (um2) | area share
multi-input cells | 279 | 1120 | 0.691
flip-flops and latches | 8 | 200 | 0.124
well taps | 147 | 184 | 0.114
clock buffers | 3 | 75.1 | 0.0464
repair buffers | 4 | 37.5 | 0.0232
inverters | 1 | 3.75 | 0.00232
[synth_stat cells, drive strengths merged]
library cell,instances,area (um2)
nor2b,2,12.5
nand2,4,15.0
nor2,2,7.51
conb,1,3.75
xnor2,2,17.5
xor2,1,8.76
inv,1,3.75
dfrtp,8,200
ha,2,25.0
o21ai,1,5.00
mux2i,1,10.0
nand3,2,15.0
nand2b,1,6.26
buf,256,1920
and2,4,25.0
or4b,1,10.0
[report_power, final]
part           switching, mW  internal, mW  total, mW
registers            0.00684         0.197      0.204
logic                 0.0513        0.0119     0.0632
clock network         0.0856         0.303      0.388
total                  0.144         0.512      0.656
[cells by family after synthesis]
| group | count (synthesis) | synth area share |
|---|---|---|
| buffers and inverters | 257 | 0.842 |
| other | 1 | 0.00164 |
| adders and majority gates | 2 | 0.0109 |
| and+or+nand+nor | 16 | 0.0399 |
| DFF | 8 | 0.0875 |
| muxes | 1 | 0.00438 |
| xor gates and xnor gates | 3 | 0.0115 |
| AOI/OAI and AO/OA | 1 | 0.00219 |
[per-stage QoR]
stage	instance area, um2	power, mW	hold slack [ps]	setup WS, ps	utilization
finish	1620	0.656	398	368	0.136
global route	1620	0.709	435	333	0.136
CTS	1620	0.677	407	358	0.136
detailed placement	1540	0.285	497	310	0.130
global placement	1540	0.287	497	313	0.130
floorplan	3240	0.632	44.4	590	-
Power and IR drop assume default switching activity.
